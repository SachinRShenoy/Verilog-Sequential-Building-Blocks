## ./config.mk

```make
export PLATFORM = sky130hd
export DESIGN_NAME = fifo
export DESIGN_NICKNAME = fifo
export VERILOG_FILES = /design/flow/design.v
export SDC_FILE = /design/flow/constraint.sdc
export NUM_CORES = 4
export LEC_CHECK = 1
export CORE_UTILIZATION = 30
```

## ./constraint.sdc

```tcl
current_design fifo

set clk_period 6.9
set clk_io_pct 0.2

create_clock -name clk0 -period $clk_period [get_ports {clk}]

set non_clock_inputs [all_inputs -no_clocks]
set_input_delay [expr $clk_period * $clk_io_pct] -clock clk0 $non_clock_inputs
set_output_delay [expr $clk_period * $clk_io_pct] -clock clk0 [all_outputs]
```

## ./design.v

```verilog
`timescale 1ns/1ps
module fifo #(
    parameter N = 32,
    parameter depth = 3  
)(
    input wire clk,
    input wire reset,
    input wire wr_en,
    input wire rd_en,
    input [N-1:0] din,
    output reg [N-1:0] dout, 
    output wire full,
    output wire empty
);
    reg [depth-1:0] wr_ptr, rd_ptr;
    localparam DEPTH = 2**depth;
    reg [N-1:0] mem [0:(DEPTH)-1];
    reg [depth:0] count;
    always @(posedge clk or posedge reset) begin
        if(reset) begin
            count <= 0;
            wr_ptr <= 0;
            rd_ptr <= 0;
            dout <= 0;
        end
        else begin
            if (wr_en && !full) begin
                mem[wr_ptr] <= din;
                wr_ptr <= wr_ptr + 1'b1;
            end
            if (rd_en && !empty) begin
                dout <= mem[rd_ptr];
                rd_ptr <= rd_ptr + 1'b1;
            end
            case({(rd_en && !empty), (wr_en && !full)})
                2'b10: count <= count - 1'b1;  
                2'b01: count <= count + 1'b1;  
                default: count <= count;       
            endcase
        end    
    end
    assign full = (count == DEPTH);
    assign empty = (count == 1'b0);
endmodule
```

## ./run.sh

```bash
#!/bin/bash
# OpenROAD 26Q1-2900-gdf79404cd8, Yosys 0.63+post, stock flow scripts
make -C /OpenROAD-flow-scripts/flow DESIGN_CONFIG=/design/flow/config.mk WORK_HOME=/design/flow/orfs finish
```

==> summary.txt <==
The following summarizes the physical implementation.

Timing
Setup repair after global routing left no endpoint under its margin. The achievable frequency is 302 MHz. Final hold analysis gives a worst-case slack of between 0.4 and 0.5 ns. The final critical path time including I/O delays and setup is 3.31 ns. The worst-case clock skew is 0.0103 ns. The number of max-slew violations in the final report is 0.

The final critical-path share of the clock period is 48.0%. The total negative slack for setup checks is 0 ns. The critical path in the final layout is reported with a setup slack of 3.59 ns. The tightest slew margin relative to the limit is a little under half. The total of endpoints with negative setup slack in the final report is 0. The transition time recorded at the tightest slew-check pin is 0.782 ns.

Endpoints failing hold in the final report were tallied at 0.

Cells and area
In the layout the commonest cells are edfxtp_1 (256), clkdlybuf4s50_1 (69), dfrtp_1 (41), nand2_1 (37). The number of filler instances in the final layout is 3,410. The most common logic cell in the final layout is edfxtp_1. Excluding fillers, the count of instances in the completed layout stands at 1,270. In the final layout, the share of cells above drive strength 1 is 13.3%. The synthesis-to-layout area growth is 19.5%.

Pwr
The final total power is 0.00569 W. For this design the ratio of total power to cell area is around 420 nW/um2. The worst supply voltage drop on vdd is 0.000272 V. The power report puts the leakage power at roughly 4.7 nW.

Worst setup path
The sum of buffers and inverters on the critical path is 3. The cell type of the slowest stage on the worst timing path is a2111oi_0. In this run the register-to-register setup slack is slightly below 4 ns. The cell repeated most along the worst path is ha_1.

The stage delay of the slowest cell on the critical path is 0.45 ns. The critical path capture point type is a flip-flop. The largest fanout of any net on the critical path is 36. Traced cell by cell, the critical path runs through clkdlybuf4s50_1 > nand2b_2 > buf_4 > ha_1 > inv_1 > ha_1 > a21o_1 > a2111oi_0 > o31ai_1. The number of cells on the worst reg-to-reg path is 9. In the setup report, the worst path falls into the class input port to flip-flop.

The largest delay contributor family on the critical path is buffers and inverters. Per the timing report, the most critical flop-to-flop path originates at count[0]. The worst path arrival time is 3.73 ns. The required time of the critical path is 7.31 ns.

Looking at the reg2reg group, the worst path ends at count[3]. The type of origin of the critical path is an input port.

Floorplan
The initial core utilization is between 30% and 40%. The total die size is ~40,000 um2. The floorplan row count is approximately 71.

Pin placement for this block handled 70 I/O pins. The height of the die is 197 um. The area of the core is 37,600 um2. The horizontal die dimension is a little under 200 um.

Global route
The maximum number of pins on one net before global-route repair is 58. The number of antenna violations at the first check in global routing is 1. The global routing report lists combined usage of all routing layers as 13.5%. The number of global-route vias before repair is 6,593. The total overflow left after global routing is 0. The first global-routing pass estimated approximately 38 mm of wire.

Drt
The routed design ends up with an antenna cell count of 0. The routed via count is roughly 6,200. For this sky-water flow run, the detailed-routed wirelength per cell is reported as 19.1 um. The first-pass iteration count of the detailed router is 6. The total wire length after detailed routing is 24.3 mm. Per the post-route antenna check, the number of violating nets is 0. Once iteration 0 of detailed routing completed, the report listed 428 DRC markers. The count of unresolved DRC violations after routing is 0. Dividing the detail-routed via count by the number of cells gives 4.89.

Worst hold path
The endpoint of the worst hold path is reported as dout[18]. The worst hold path was traced through 2 stages. The class of the most critical hold timing path is flip-flop to flip-flop. Looking at hold timing, the worst path starts from dout[18].

Job
The count of tool warnings is 33. Across the run, the number of max-cap violations was 0.

Synth
Sorting the synthesized cells by area gives the leading types as edfxtp_1 (67%), dfrtp_1 (9.2%), a221oi_1 (2.3%), o31ai_1 (2.2%), mux2_2 (2.2%). Counting flops and latches in the post-synthesis netlist gives 298. The area share of the largest cell type after synthesis is 67.2%. Of the synthesized area, sequential elements account for 76.4%. The yosys stat cell total is 663. Synthesis produced approximately 660 cells. The distinct cell type count after synthesis is 39.

The synthesis report lists the Yosys warning total as 2. The chip area from the yosys synthesis statistics is 11,400 um2. The area of the mapped netlist is 11,400 um2.

The mean cell area of the mapped netlist is 17.3 um2. The synthesized design spends more area on one cell type than any other, namely edfxtp_1.

Clock tree
The number of hold buffers added after CTS was 0. Looking at the post-CTS report, the setup buffer insertion count equals 0. The H-tree level count is 1. The number of resized instances in the post-cts repair step is 0.

The clock insertion delay at the later pin of the skew report is 0.54 ns. TritonCTS built the clock tree. Looking at the clock tree report, the maximum root-to-sink buffer count equals 3. The clock-pin slew of the registers on the worst-case setup and hold paths is 0.06 ns. The tree is rooted in a clkbuf_16.

The CTS log lists the clock sinks for this run as 298. Buffers inserted during clock tree synthesis total 29.

Status
The run finished with clean final reports.

Placement
The number of buffer cells added on primary ports is a little under 70. Detailed placement ended at an HPWL of 13.1 mm. The global placement routability congestion is roughly 0.75.

The pre-CTS worst setup slack is approximately 3.0 ns. The number of placed instances, taps included, is 1,216.
-- cell usage after synthesis --
cell         n
nor2_1      33
a222oi_1    21
and2_1       7
nand2b_1     1
buf_6        7
nor3b_1      5
inv_1        8
a21o_1       1
inv_2        1
a22oi_1     22
mux2_4       2
mux2_2      22
o211a_1     17
nor2b_1      2
nand2b_4     1
and2b_1      1
xnor2_1      4
o31ai_1     33
a21bo_2      1
a211oi_2     2
a221o_1      2
nor3_1       5
mux2i_1      1
nor4_1       1
fa_1         1
a2111oi_0    1
a221oi_1    30
nor4_4       1
a21oi_1      6
and3_1      11
nand2_1     37
clkbuf_1    10
buf_4        8
edfxtp_1   256
o21ai_0      4
buf_2       22
ha_1        15
a22o_1      19
dfrtp_1     42
-- sequential cells by signal (all words and copies together), names as in the netlist --
register / cells
count: 4
rd_ptr: 3
wr_ptr: 3
mem: 256
dout: 32
-- layout make-up --
| class | instances | area (um2) | area share, % |
|---|---|---|---|
| clock buffers | 41 | 821 | 6.01 |
| inverters | 9 | 33.8 | 0.247 |
| flip-flops and latches | 298 | 8740 | 64.0 |
| repair buffers | 89 | 841 | 6.15 |
| well taps | 511 | 639 | 4.68 |
| multi-input cells | 309 | 2390 | 17.5 |
| clock inverters | 13 | 203 | 1.48 |
-- power breakdown --
part | internal [W] | switching [W] | total (W)
clock network | 0.00102 | 0.000645 | 0.00166
logic | 0.000747 | 0.000955 | 0.00170
registers | 0.00221 | 0.000112 | 0.00232
total | 0.00397 | 0.00171 | 0.00569
-- metrics by stage --
stage	cell area, um2	util (%)
6_report	13700	36.4
5_1_grt	13700	36.4
4_1_cts	13700	36.4
3_5_place_dp	12600	33.6
3_3_place_gp	12600	33.6
2_1_floorplan	11400	-
-- worst max path at each step --
stage | startpoint | endpoint | slack, ns | cells after the start
6_report | rd_en | count[3] | 3.59 | 9
5_1_grt | rd_en | count[3] | 3.39 | 9
4_1_cts | count[0] | empty | 3.57 | 2
-- worst reg2reg max path: stages, from the launching register on --
cell and delay [ns]:
dfrtp_1 0.45, nor4_1 0.38, nand2b_2 0.19, buf_4 0.38
ha_1 0.30, inv_1 0.12, ha_1 0.29, a21o_1 0.18
a2111oi_0 0.45, o31ai_1 0.14
-- logic make-up (layout without fill, tap and decap cells) --
family / after synthesis / after routing / share of synthesized area [%]
DFF: 298 / 298 / 76.4
AOI/OAI and AO/OA: 159 / 159 / 11.7
and+or+nand+nor: 105 / 105 / 4.42
buffers and inverters: 56 / 152 / 2.80
muxes: 25 / 25 / 2.52
adders and majority gates: 16 / 16 / 1.82
xor gates and xnor gates: 4 / 4 / 0.306
-- layer usage --
metal	part of all wire, %	global-route usage, %	up-vias	wire length (um)
met2	48	21.3	261	11600
li1	-	-	2832	-
met5	0.070	0	-	17
met4	1.6	2.04	2	399
met3	9.7	6.29	32	2360
met1	41	18.2	3080	9910
Power and IR drop assume default switching activity.
