==> design/flow/design.v <==
`timescale 1ns/1ps
module pipo #(parameter N = 32)
				(input wire [N-1:0] din,
				input wire load,
				input wire clk,
				input wire reset,
				output [N-1:0] dout);
	reg [N-1:0] shift_reg;
	assign dout = shift_reg;
	always @(posedge clk) 
	begin
		if(reset)
			shift_reg <= {N{0}};
		else if(load)
			shift_reg <= din;
	end
endmodule
==> design/flow/run.sh <==
#!/bin/bash
# OpenROAD 26Q1-2900-gdf79404cd8, Yosys 0.63+post, stock flow scripts
make -C /OpenROAD-flow-scripts/flow DESIGN_CONFIG=/design/flow/config.mk WORK_HOME=/design/flow/orfs finish
==> design/flow/config.mk <==
export PLATFORM = sky130hd
export DESIGN_NAME = pipo
export DESIGN_NICKNAME = pipo
export VERILOG_FILES = /design/flow/design.v
export SDC_FILE = /design/flow/constraint.sdc
export NUM_CORES = 4
export LEC_CHECK = 1
export CORE_AREA = 10 10 101 101
export DIE_AREA = 0 0 111 111
==> design/flow/constraint.sdc <==
current_design pipo

set clk_period 1.0
set clk_io_pct 0.2

create_clock -name clk0 -period $clk_period [get_ports {clk}]

set non_clock_inputs [all_inputs -no_clocks]
set_input_delay [expr $clk_period * $clk_io_pct] -clock clk0 $non_clock_inputs
set_output_delay [expr $clk_period * $clk_io_pct] -clock clk0 [all_outputs]
==> changes_impl.md <==
### Implementation results

- Status: finished clean
- Fin crit share: 96.0%
- Routability Congestion: 0.729
- Routed WL per cell: 11.2 microns
- CTS tree: built
- Tmin final: 0.960 ns
- ANT cells: 0
- Pwr/cell area: 1490 nW/um^2
- Top delay family on crit path: flip-flops
- Clock skew: 0 ns
- # port buffers: 66
- Max reg flops: 32
- Hpwl dp: 2300 microns
- Top post-synthesis cells by area: dfxtp_1, mux2i_1, nor2_1
- Net load switching power: 610 uW
- Final Setup Violations: 0
- Unrepaired setup endpoints after global routing: no
- Net Sw Frac: 21.4%
- CTS Buf Count: 5
- Final non-filler cell area: 1920 sq um
- Chip footprint: 12300 sq um
- Final worst setup slack: 0.0398 ns
- Ys cells: 103
- Hold Path Class: in2reg
- First-pass GRT wire length: 5010 microns
- Clock power frac: 37.3%
- DR WL met3: 400 microns
- Initial antenna violation count: 0
- Sequential power share: 49.2%
- Mapped cell area: 1160 sq um
- WL met1: 1470 microns
- #FFs+latches synth: 32
- Synth cell types: 6
- Yosys stat chip area: 1160 sq um
- Highest routed layer: met4
- Max VDD drop: 502 uV
- DR iter-0 viols: 26
- Leakage Power: 0.886 nW
- Post-synthesis area per instance: 11.3 sq um
- Fmax: 1040 MHz
- Final slew viol count: 0
- Top Layout Cells: clkdlybuf4s50_1, mux2i_1, nor2_1, dfxtp_2, clkbuf_2
- 1st-pass router iterations: 4
- Worst setup EP type: primary output
- Worst skew pair latency: 0.27 ns
- Synth area leader: dfxtp_1
- CP max FO: 2
- Drt drc: 0
- Final Util: 23.6%
- Total power: 2.85 mW
- Max-slew headroom: 89.9%
- Rows: 33
- Die H: 111 microns
- Clock Sinks: 32
- Vias in the first global route: 974
- CP arrival: 0.76 ns
- Post-Synthesis Cells: 103
- Post-route insts no fill: 278
- Power share of the combinational group: 13.5%
- Area leader share: 55.1%
- FP Util: 14.3%
- Startpoint types: register
- Via count: 920
- Share of cells above drive strength 1: 43.4%
- Largest net degree at the start of global routing: 33
- CP required: 0.80 ns
- CP max stage delay: 0.32 ns
- Remaining global-route overflow: 0
- Post-place setup slack: -0.107 ns
- Core Area: 8130 sq um
- Warnings from Yosys: 1
- All-Layer GR Usage: 4.83%
- Worst Path Buf+Inv: 1
- Crit-path cells: clkdlybuf4s15_1
- H-Tree Level Count: 2
- CTS root buf: clkbuf_8
- Area after DPL: 1930 sq um
- CTS clk-pin slew, worst paths: 0.07 ns
- Remaining antenna violation count: 0
- Syn-to-layout area delta: 64.7%
- Post-synth seq share: 55.1%
- Placed cells: 270
- Slew at the pin closest to its max-slew limit: 0.147 ns
- Ports: 67
- OpenROAD warning count: 25
- Commonest Layout Cell: clkdlybuf4s50_1
- CTS Buffer Depth: 2
- Detailed Route WL: 3110 microns
- Vias per std cell: 3.31
- DIE WIDTH: 111 microns
- Hold Vio Cnt, Final: 0
- CP Class: reg2out
- Slowest CP cell: dfxtp_2
- Max_cap viols: 0
- Internal cell power: 2.24 mW
- Routed met2 length: 1200 microns
cell usage after synthesis (all sizes together):
| library cell | n |
|---|---|
| dfxtp | 32 |
| mux2i | 32 |
| nor2 | 32 |
| buf | 4 |
| clkbuf | 3 |
stage by stage:
step	hold slack (ns)	setup TNS [ns]
2_1_floorplan	0.272	0
3_3_place_gp	0.471	-3.00
3_5_place_dp	0.483	-3.23
4_1_cts	0.406	0
5_1_grt	0.415	0
6_report	0.408	0
path summary, 6_finish.rpt:
check | from | to | slack [ns] | cells after the start
worst max-delay path | shift_reg[5] | dout[5] | 0.04 | 1
worst min-delay path | load | shift_reg[15] | 0.41 | 4
worst max register to register | shift_reg[6] | shift_reg[6] | 0.29 | 3
worst min register to register | shift_reg[12] | shift_reg[12] | 0.48 | 2
kinds of logic (layout without fill, tap and decap cells):
kind of cell           Yosys count  in the layout  share of synthesized area, %
multiplexers                    32             32                          27.5
buffers and inverters            7             77                          7.10
flip-flops                      32             32                          55.1
AND/OR/NAND/NOR                 32             32                          10.3
layout make-up:
class,count,area [sq um]
timing repair buffer,70,568
multi-input combinational,64,440
clock buffer,7,96.3
tap,105,131
sequential,32,681
fill,872,6220
worst register-to-register path, delay by kind of cell, from the launching register on:
family / cells / cell delay (ns)
mux: 1 / 0.11
buf+inv: 1 / 0.12
simple gates: 1 / 0.05
flops: 1 / 0.32
metal layers:
metal  track usage (%)  up-vias
met2              6.80       49
met3              3.34        5
met1              6.07      389
li1                  -      477
met5                 0        -
met4             0.608        0
power groups by stage:
stage                 Sequential (mW)  Combinational (mW)  Clock (mW)
after CTS                        1.40               0.425        1.13
after global routing             1.41               0.428        1.20
final                            1.40               0.386        1.06
repair_timing:
| item | in CTS | in global routing |
|---|---|---|
| setup buffers | 0 | 1 |
| resized | 103 | 25 |
| hold buffers | 0 | 0 |
| endpoints found under the setup margin | 32 | 25 |
Power and IR drop assume default switching activity.
