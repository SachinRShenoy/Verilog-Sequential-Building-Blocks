**flow/run.sh**
```bash
#!/bin/bash
# OpenROAD 26Q1-2900-gdf79404cd8, Yosys 0.63+post, stock flow scripts
make -C /OpenROAD-flow-scripts/flow DESIGN_CONFIG=/design/flow/config.mk WORK_HOME=/design/flow/orfs finish
```
**flow/config.mk**
```make
export PLATFORM = sky130hd
export DESIGN_NAME = lifo
export DESIGN_NICKNAME = lifo
export VERILOG_FILES = /design/flow/design.v
export SDC_FILE = /design/flow/constraint.sdc
export NUM_CORES = 4
export LEC_CHECK = 1
export CORE_UTILIZATION = 40
```
**flow/constraint.sdc**
```tcl
current_design lifo

set clk_period 13.3
set clk_io_pct 0.2

create_clock -name clk0 -period $clk_period [get_ports {clk}]

set non_clock_inputs [all_inputs -no_clocks]
set_input_delay [expr $clk_period * $clk_io_pct] -clock clk0 $non_clock_inputs
set_output_delay [expr $clk_period * $clk_io_pct] -clock clk0 [all_outputs]
```
**flow/design.v**
```verilog
`timescale 1ns/1ps
module lifo #(parameter N = 32,
				  parameter depth = 3)
				 (input wire clk,
				  input wire reset,
				  input wire wr_en,
				  input wire rd_en,
				  input [N-1:0] din,
				  output reg [N-1:0] dout,
				  output wire full,
				  output wire empty);
		localparam DEPTH = 2**depth;
		reg [depth:0] top;
		reg [N-1:0] mem [0:DEPTH-1];
		assign full = (top == DEPTH);
		assign empty = (top == 0);
		always @(posedge clk or posedge reset)
		begin
			if(reset)
			begin
				dout <= 0;
				top <= 0;
			end
			else
			begin
				case ({(wr_en && !full),(rd_en && !empty)})
					2'b01:begin
							dout <= mem[top-1];
							top <= top - 1'b1;
							end
					2'b10:begin
							mem[top] <= din;
							top <= top + 1'b1;
							end
					2'b11:begin
							dout <= mem[top-1];
                      		mem[top-1] <= din;
							top <= top;
							end
					default : top <= top;
				endcase
			end
		end
endmodule				  
```
==> reports/results.txt <==
stage-log warning count = 28
area added between synthesis and finish = 18.0%
cell total in the yosys stat output = 675
die extent in y = 171 um
drt initial violations = 396
Top Layout Cells = 256 x sky130_fd_sc_hd__edfxtp_1, 97 x sky130_fd_sc_hd__a21oi_1, 69 x sky130_fd_sc_hd__clkdlybuf4s50_1
largest fanout of any net on the critical path = 38
critical path startpoint = top[0]$_DFFE_PP0P_
setup violators final = 0
chip area estimate from yosys synthesis = 0.0114 mm^2
grt met3 use = 10.4%
x dimension of the die = 171 um
post-route setup TNS = 0 ns
number of clock sinks = 292
required arrival time at the worst endpoint = 10.64 ns
Inserted Clock Buffers = 30
r2r startpoint = top[0]$_DFFE_PP0P_
Port Buffers = 69
kind of path behind the tightest hold check = register to register
post-placement cell area = 0.0125 mm^2
DRC violation count after routing = 0
post-layout period usage of the worst path = 41.3%
pre-placement core utilization = 40.8%
pin count of the biggest net entering global routing = 70
final count of pins violating max slew = 0
post-synth cell types = 43
antenna diode count = 0
post-layout minimum cycle time = 5.50 ns
actual transition at the worst max-transition pin = 0.923 ns
register bit count reported by yosys = 292
power per cell area = 240 mW/mm^2
result of the run = completed
post-detail-place hpwl = 13.3 mm
count of hold buffers inserted by post-cts repair = 0
Hold Vio Cnt, Final = 0
number of filler cells placed in the layout = 2247
Placer Congestion = 0.852
net switching share of the total power = 34.2%
clock group share of total power = 24.8%
Via Count = 6309
sequential cell area fraction in the yosys report = 75.6%
number of cell rows = 61
net switching power of the design = 1.10 mW
worst vdd ir = 0.000151 V
yosys warns = 2
average size of a mapped cell = 16.8 um^2
Hold Path Origin = top[3]$_DFFE_PP0P_
ANT nets after route = 0
IO Pins = 70
post-CTS setup repair buffer count = 0
global-route usage over all layers = 18.3%
fraction of final layout cells sized beyond drive strength 1 = 14.3%
final routed wire length divided by cell count = 20.9 um
aggregate routed wire length = 23.9 mm
max-capacitance violation count = 0
most used logic cell in the final layout = sky130_fd_sc_hd__edfxtp_1
clock-pin slew reported for the worst setup and hold paths after clock tree synthesis = 0.06 ns
summed instance area of the synthesized netlist = 0.0114 mm^2
antenna violations before repair = 0
buffer levels on the longest clock path = 3
post-route cell area = 0.0134 mm^2
full die area = 0.0291 mm^2
total leakage power = 4.47 nW
met1 Use GR = 24.7%
global routing met2 resource utilization = 27.7%
first-pass GRT wire length = 37.2 mm
sequential share of power = 38.7%
Comb pwr share = 36.6%
number of H-tree branching levels = 1
vias in the first global route = 6801
global-route congestion overflow total = 0
CP Capture Type = output port
TritonCTS clock tree = done
clock tree root driver cell = sky130_fd_sc_hd__clkbuf_16
endpoint arrival time on the critical path = 2.84 ns
layer with the highest usage after global routing = met2
Worst Setup Start Kind = register
per-cell via count in the routed design = 5.51
internal power = 2.12 mW
category of the most critical setup path = register to output port
clock latency at the later pin of the worst-skew pair = 0.54 ns
synthesized instance count = 675
setup skew after layout = 0.00776 ns
first-pass iteration count of the detailed router = 4
Core ar. = 0.0279 mm^2
peak clock frequency supported by timing = 0.182 GHz
Post-CTS Resized = 0
RSZ-0062 raised after global routing = false
worst slew slack as a fraction of its limit = 37.8%
## area by class of cell
type / count / area, um^2 / area share, %
clock buffers: 44 / 845 / 6.30
clock inverters: 12 / 106 / 0.793
inverters: 9 / 33.8 / 0.252
multi-input cells: 322 / 2520 / 18.8
flip-flops and latches: 292 / 8590 / 64.1
well taps: 378 / 473 / 3.53
repair buffers: 89 / 841 / 6.27
## cells by family after synthesis
logic type	count (synthesis)	share of synthesized area, %
mux	32	2.83
simple gates	33	1.67
xor+xnor	4	0.308
buf+inv	61	3.03
flops	292	75.6
fa+ha+maj	8	0.881
compound gates	245	15.7
## registers in the layout, summed over array words and instances, names as in the netlist
signal and flops:
mem 256, dout 32, top 4
## power by group through the flow
| stage | logic, mW | clock network [mW] | registers (mW) |
|---|---|---|---|
| after CTS | 1.19 | 0.813 | 1.25 |
| after global routing | 1.29 | 0.854 | 1.26 |
| final | 1.18 | 0.797 | 1.24 |
## worst paths after layout
path                                         to  slack [ns]  cells after the start
max in group asynchronous    top[0]$_DFFE_PP0P_       10.12                      3
setup / recovery                           full        7.80                      6
min in group asynchronous  dout[12]$_DFFE_PP0P_        2.78                      3
hold reg to reg              top[3]$_DFFE_PP0P_        0.49                      1
hold / removal               top[3]$_DFFE_PP0P_        0.49                      1
setup reg to reg           mem[0][18]$_DFFE_PP_        8.68                     11
## stage by stage
| stage | util, % | hold slack (ns) | power (mW) | instances | worst slack [ns] |
|---|---|---|---|---|---|
| 2_1_floorplan | - | 0.456 | 2.06 | 675 | 6.58 |
| 3_3_place_gp | 44.7 | 0.487 | 2.43 | 1090 | 7.49 |
| 3_5_place_dp | 44.7 | 0.481 | 2.44 | 1090 | 7.39 |
| 4_1_cts | 48.1 | 0.494 | 3.25 | 1146 | 7.78 |
| 5_1_grt | 48.1 | 0.528 | 3.41 | 1146 | 7.66 |
| 6_report | 48.1 | 0.495 | 3.22 | 1146 | 7.80 |
## per-layer routing
metal	vias to the layer above	share of wire, %
met5	-	0
met4	0	1.5
met3	33	11
met2	315	48
met1	3081	39
li1	2880	-
## synth_stat cells, drive strengths merged
cell      n  share of area (%)
o21ai     9               0.43
nor2b     4               0.29
nor4      1               0.11
edfxtp  256                 68
and2      1              0.055
nor3      1              0.044
mux2i    31                2.7
nand3     2              0.088
a32o     31                2.7
nand2b    3               0.23
o221a     1              0.099
xor2      2               0.15
dfrtp    36                7.9
nand3b    1              0.066
inv       9               0.30
and3      3               0.17
a21oi    99                4.4
a221oi    3               0.23
nand2    10               0.33
a311oi    1              0.077
nor2      4               0.13
nand4     1              0.055
mux2      1              0.099
a32oi     1              0.077
ha        8               0.88
or2       2               0.11
a211o     1               0.15
xnor2     2               0.15
clkbuf   11               0.36
o22ai    63                5.1
buf      41                2.4
a22o      2               0.15
o22a      1              0.077
a211oi    1              0.066
a22oi    32                2.1
## worst max-delay path: stages, from the launching register on
cell and delay (ns):
sky130_fd_sc_hd__dfrtp_2 0.34, sky130_fd_sc_hd__buf_4 0.49, sky130_fd_sc_hd__or2_1 0.20, sky130_fd_sc_hd__buf_4 0.43
sky130_fd_sc_hd__inv_2 0.16, sky130_fd_sc_hd__and3_1 0.24, sky130_fd_sc_hd__clkdlybuf4s50_1 0.43
No activity file was given, so power comes from the tool's default toggle rates.
